--- design/flow/run.sh ---
#!/bin/bash
# OpenROAD 26Q1-2900-gdf79404cd8, Yosys 0.63+post, stock flow scripts
make -C /OpenROAD-flow-scripts/flow DESIGN_CONFIG=/design/flow/config.mk WORK_HOME=/design/flow/orfs finish
--- design/flow/config.mk ---
export PLATFORM = sky130hd
export DESIGN_NAME = seq
export DESIGN_NICKNAME = seq
export VERILOG_FILES = /design/flow/design.v
export SDC_FILE = /design/flow/constraint.sdc
export NUM_CORES = 4
export LEC_CHECK = 1
export CORE_AREA = 10 10 70 70
export DIE_AREA = 0 0 80 80
--- design/flow/constraint.sdc ---
current_design seq

set clk_period 1.5
set clk_io_pct 0.2

create_clock -name clk0 -period $clk_period [get_ports {clk}]

set non_clock_inputs [all_inputs -no_clocks]
set_input_delay [expr $clk_period * $clk_io_pct] -clock clk0 $non_clock_inputs
set_output_delay [expr $clk_period * $clk_io_pct] -clock clk0 [all_outputs]
--- design/flow/design.v ---
module seq(x,clk,res,out);
input clk,res,x;
output reg out;
parameter S0=0,S1=1,S2=2,S3=3,S4=4;
reg [2:0]ps,ns;
always@(posedge clk) begin
	if(res)
		ps<=S0;
	else
		ps<=ns;
end
always@(*) begin
	case(ps)
		S0: begin out=0;
			ns=x? S1:S0;end
		S1: begin out=0;
			ns=x? S1:S2;end
		S2: begin out=0;
			ns=x? S1:S3;end
		S3: begin out=0;
			ns=x? S4:S0;end
		S4: begin out=1;
			ns=x? S1:S2;end
		default: begin 
			out=0;
			ns=S0;
			end
	endcase
end
endmodule
==> flow_metrics.tcl <==
# place-and-route summary
set metrics [dict create \
    grt_pass1_wl_um 579 \
    fp_util_pct 4.58 \
    setup_slack_ns 0.0731 \
    largest_reg_flops 5 \
    warning_count 25 \
    wire_per_inst_um 4.98 \
    fmaxAchievable_ghz 0.701 \
    place.gp.congestion 0.616 \
    crit_chain "clkdlybuf4s50_1" \
    rows 21 \
    dp_hpwl_um 257 \
    routed_wirelength_um 329 \
    largest-register "ps" \
    portBuffers 3 \
    drive_above_1_share_pct 20.0 \
    cellPowerDensity_mw_per_mm2 1150 \
    status "completed" \
    critPathMaxFanout 3 \
    layout_top_cell "dfxtp_1" \
    clk_pin_slew_ns 0.04 \
    cts-root-buf "clkbuf_4" \
    fp.dieW_um 80 \
    p_leak_nw 0.0867 \
    top_regs "ps x5" \
    crit_buf_inv 1 \
    dieHeight_um 80 \
    area_leaders "dfxtp_1 (64%), nor3b_1 (9.6%), nor4_2 (8.0%)" \
    fillers 409 \
    die_area_mm2 0.00640 \
    clock_path_buffers 2 \
    synth.cell_area_um2 156 \
    fin_cells 66 \
    regArea_um2 100 \
    clock_skew_ns 0.00135 \
    cp.arrival_ns 1.13 \
    final_max_slew_viol_count 0 \
    r2r_slack_ns 0.70 \
    drt-initial-drc-count 1 \
    grt_pass1_vias 147 \
    syn_avg_cell_area_um2 12.0 \
    dp.cells 62 \
    finalClockPeriodUsage_pct 95.1 \
    cts_tree "built" \
    grt_overflow_total 0 \
    vias 116 \
    syn_to_final_growth_pct 72.8 \
    synth_seq_share_pct 64.0 \
    firstDrtPassIters 2 \
    slew_headroom_pct 86.7 \
    cts.hold.buffers_added 0 \
    vias_per_cell 1.76 \
    period_needed_ns 1.43 \
    yosys_warnings 1 \
    gr-usage-all-layers_pct 1.18 \
    worst_slew_pin_slew_ns 0.198 \
    diodes 0 \
    ys_types 7 \
    htree_levels 1 \
    critPathLaunchType "flop" \
    final_hold_viol_count 0 \
    design_area_um2 270 \
    cp-end-kind "primary output" \
    cts_buffers 3 \
    ys_chip_area_um2 156 \
    antenna_left 0 \
    netlist.area_leader.share_pct 64.0 \
    hp-class "flop to flop" \
    io_pins 4 \
    postPlaceCellArea_um2 244 \
    worst_ep_required_time_ns 1.20 \
    r2r-start "ps[1]" \
    syn-instance-count 13 \
    core_area_mm2 0.00342 \
    grt_setup_unrepaired "false" \
    r2r_cells 2 \
    pre_cts_slack_ns 0.320 \
    combGateArea_um2 56.3 \
    insertion_delay_ns 0.24 \
    ys_cells 13 \
    cts.sinks 5 \
    antenna_found_initial 0 \
    lay_top_cells "dfxtp_1 (5), clkbuf_4 (3), clkdlybuf4s50_1 (3)" \
    drv_cap 0 \
    max_stage_delay_ns 0.50 \
    hold_path_end "ps[1]" \
    final_util_pct 7.91 \
    ir_drop_v 0.000449 \
    ys.flops 5 \
    drc 0 \
    grt_start_max_net_pins 6 \
    ctsResizeCount 0 \
    critPathTopFamily "buffers and inverters" \
    critPathKind "flop to primary output" \
    r2r_end "ps[3]" \
    cts_setup_buffers 0 \
    finalSetupViolCount 0 \
    hp-start "ps[4]" \
    tns_ns 0 \
    yosys.area.top_type "dfxtp_1" \
    worstHoldPathCells 1 \
    slowest_stage "clkdlybuf4s50_1" \
]
==> power by group <==
group          total [mW]  internal, mW  switching (mW)
combinational      0.0152       0.00955         0.00564
clock               0.155         0.100          0.0541
sequential          0.141         0.138         0.00290
==> Yosys cell counts <==
master and number:
and3b_1 1, dfxtp_1 5, nor2_1 2, nor3_1 1, nor3b_1 2, nor4_2 1, o21bai_1 1
==> per-layer routing <==
layer  vias to the layer above  share of wire, %  GRT usage, %
li1                         60                 -             -
met1                        50                56          1.53
met2                         6                33          1.28
met3                         0                11          1.14
met4                         0                 0         0.352
met5                         -                 0             0
==> worst max-delay path by stage <==
stage,startpoint,slack (ns),depth (start not counted),end
CTS,ps[1],0.05,1,out
global route,ps[1],0.03,1,out
finish,ps[1],0.07,1,out
==> kinds of logic after synthesis <==
group	synth area share (%)
AOI/OAI and AO/OA	4.80
DFF	64.0
and+or+nand+nor	31.2
==> stage by stage <==
stage	power [mW]	hold WS (ns)
6_report	0.311	0.488
3_3_place_gp	0.157	0.470
3_5_place_dp	0.159	0.481
5_1_grt	0.337	0.516
2_1_floorplan	0.149	0.375
4_1_cts	0.318	0.489
==> final cells by class <==
cell class	instances	share of cell area [%]
Clock buffer	4	9.72
Multi-Input combinational cell	8	20.8
Sequential cell	5	37.0
Tap cell	46	21.3
Timing Repair Buffer	3	11.1
No activity file was given, so power comes from the tool's default toggle rates.
